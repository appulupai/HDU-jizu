==> design/flow/design.v <==
`timescale 1ns / 1ps
module state(clk,rst,Write_PC,Write_IR,Write_Reg,LA,LB,LC,LF,S,Safe,rm_imm_s,rs_imm_s
    );
    input clk;
    input rst;
    input  Safe;
    reg  R_Write_PC;
    reg  R_Write_IR;
    reg  R_Write_Reg;
    reg  R_LA;
    reg  R_LB;
    reg  R_LC;
    reg  R_LF;
    output  Write_PC;
    output  Write_IR;
    output  Write_Reg;
    output  LA;
    output  LB;
    output  LC;
    output  LF;
    inout  S;
    inout  rm_imm_s;
    inout  [2:0]rs_imm_s;
    reg [5:0] ST,Next_ST;
    localparam Idle=6'd0;
    localparam S0=6'd1;
    localparam S1=6'd2;
    localparam S2=6'd3;
    localparam S3=6'd4;
    assign  Write_PC=R_Write_PC;
    assign  Write_IR=R_Write_IR;
    assign  Write_Reg= R_Write_Reg;
    assign LA=R_LA;
    assign  LB=R_LB;
    assign  LC=R_LC;
    assign LF=R_LF;
    always @(posedge rst or posedge clk)
     begin
      if(rst)
       ST=Idle;
       else
       ST=Next_ST;
     end
    always @*
     begin
      case(ST)
       Idle:Next_ST=S0;
       S0:Next_ST=Safe?S1:S0;
       S1:Next_ST=S2;
       S2:Next_ST=S3;
       S3:Next_ST=S0;
       default:Next_ST=S0;
      endcase
     end 
      always@*
      begin 
          case(Next_ST)
           S0:
             begin
              R_Write_PC=1;
              R_Write_IR=Safe;
              R_Write_Reg=0;
              R_LA=0;
              R_LB=0;
              R_LC=0;
              R_LF=0;
             end
           S1:
             begin
              R_Write_PC=0;
              R_Write_Reg=0;
              R_LA=1;
              R_LB=1;
              R_LC=1;
              R_LF=0;
             end
           S2:
            begin
              R_Write_PC=0;
              R_Write_Reg=0;
              R_LA=0;
              R_LB=0;
              R_LC=0;
              R_LF=1;
            end
           S3:
            begin
              R_Write_PC=0;
              R_Write_Reg=1;
              R_LA=0;
              R_LB=0;
              R_LC=0;
              R_LF=0;
            end  
          endcase
      end
endmodule
==> design/flow/run.sh <==
#!/bin/bash
# OpenROAD 26Q1-2900-gdf79404cd8, Yosys 0.63+post, stock flow scripts
make -C /OpenROAD-flow-scripts/flow DESIGN_CONFIG=/design/flow/config.mk WORK_HOME=/design/flow/orfs finish
==> design/flow/config.mk <==
export PLATFORM = sky130hd
export DESIGN_NAME = state
export DESIGN_NICKNAME = state
export VERILOG_FILES = /design/flow/design.v
export SDC_FILE = /design/flow/constraint.sdc
export NUM_CORES = 4
export LEC_CHECK = 1
export CORE_AREA = 10 10 70 70
export DIE_AREA = 0 0 80 80
==> design/flow/constraint.sdc <==
current_design state

set clk_period 1.1
set clk_io_pct 0.2

create_clock -name clk0 -period $clk_period [get_ports {clk}]

set non_clock_inputs [all_inputs -no_clocks]
set_input_delay [expr $clk_period * $clk_io_pct] -clock clk0 $non_clock_inputs
set_output_delay [expr $clk_period * $clk_io_pct] -clock clk0 [all_outputs]
==> impl_metrics.json <==
{
  "status": "complete, no violations",
  "crit_family": "buffers and inverters",
  "cp_cell_sequence": "clkdlybuf4s50_1 > and2_1",
  "arrival_ps": 900,
  "clk_latency_ps": 240,
  "overflow": 0,
  "most_common_cell": "dlxtn_1",
  "netlist_area_um2": 333,
  "io_pins": 15,
  "syn-instance-count": 30,
  "crit_fanout": 5,
  "yosysCellCount": 30,
  "die_h_um": 80,
  "dr.pass1.iters": 2,
  "viasPerCell": 2.82,
  "grtUsageTotal_pct": 1.98,
  "r2r-start": "ST[0]$_DFF_PP1_",
  "die_area_mm2": 0.00640,
  "synth_area_per_cell_um2": 11.1,
  "edf_count": 0,
  "fin_crit_sh_pct": 70.7,
  "cp_slowest_stage_delay_ps": 460,
  "powerDensity_mw_per_mm2": 1040,
  "crit_buf_inv": 1,
  "place.gp.congestion": 0.689,
  "ys.flops": 10,
  "coreArea_mm2": 0.00342,
  "async_flop_share_pct": 50.0,
  "htreeDepth": 1,
  "drc_errors": 0,
  "untimed_endpoints": 17,
  "dp_hpwl_um": 512,
  "initCoreUtil_pct": 9.74,
  "diodes": 0,
  "cp-end-kind": "flip-flop",
  "cts_buffers": 3,
  "maxCapViolations": 0,
  "via_count": 245,
  "met3_usage_pct": 1.93,
  "hold_viol_final": 0,
  "final_antenna_net_count": 0,
  "grt_busiest_layer": "met2",
  "power_leakage_uw": 0.000194,
  "yosys.area.top_type": "dfrtp_1",
  "setup_viol": 0,
  "instances_no_fill": 87,
  "use_met2_pct": 2.49,
  "fin_tns_setup_ps": 0,
  "dp_cells": 83,
  "synthTopCellsByCount": "5 x dlxtn_1, 4 x dfrtp_1, 3 x inv_1",
  "cts_setup_buffers": 0,
  "fin_ws_ps": 322,
  "yosysTopAreaCellShare_pct": 30.1,
  "critPathKind": "in -> reg",
  "rows": 21,
  "ys_warn_count": 1,
  "grt_max_degree": 8,
  "grt_antenna_before_repair": 0,
  "crit_path_start": "Safe",
  "die_w_um": 80,
  "warnings": 30,
  "post-place-ws_ps": 68.0,
  "cts_hold_repair.buffers": 0,
  "slowest_stage": "clkdlybuf4s50_1",
  "hold_slack_ps": 172,
  "cp.required_ps": 1220,
  "yosysUniqueCellTypes": 18,
  "grt_pass1_vias": 235,
  "drtIter0Drc": 13,
  "synth-area-yosys_um2": 333,
  "max_freq_ghz": 1.29,
  "unclocked_pins": 5,
  "clk_pin_slew_ps": 50,
  "clk_path_buf_depth": 2,
  "layout-drive-gt1-share_pct": 14.6,
  "cts_tree": "yes",
  "critPathLaunchType": "primary input",
  "drv_slew": 0,
  "post_cts_resized": 0,
  "topCellsByArea": "dfrtp_1 30%, dlxtn_1 23%, dfstp_2 7.9%, buf_4 4.5%, nor3b_2 3.8%",
  "dominantRegCellSynth": "dlxtn_1",
  "vdd_drop_max_mv": 0.374,
  "io_buffer_count": 9,
  "rsz0062_at_grt": "false",
  "fin_crit_ps": 778,
  "drt_wl_total_um": 644,
  "root_buffer": "clkbuf_4",
  "grt_first_pass_wirelength_um": 1030,
  "area_delta_synth_final_pct": 47.7,
  "met1_usage_pct": 2.36,
  "min_path_type": "in -> async",
  "wl_per_cell_um": 7.40,
  "clock_skew_ps": 5.20
}
==> layout by cell type (no fill, tap or decap) <==
| cell | count |
|---|---|
| nand2b_1 | 1 |
| o22a_1 | 1 |
| dlxtn_1 | 5 |
| clkbuf_1 | 1 |
| nor4_1 | 1 |
| o211ai_1 | 1 |
| inv_1 | 3 |
| nor3b_2 | 1 |
| and2_1 | 1 |
| dfstp_2 | 1 |
| clkbuf_4 | 3 |
| dfrtp_1 | 4 |
| xor2_1 | 1 |
| a21oi_1 | 2 |
| clkdlybuf4s50_1 | 9 |
| a2111o_1 | 1 |
| o21ai_0 | 1 |
| or3_4 | 1 |
| nor2_1 | 2 |
| conb_1 | 1 |
==> metal layers <==
layer	wire length [µm]	share of wire (%)	vias to the layer above
met2	234	36	10
met1	318	49	113
met4	0	0	0
li1	-	-	122
met3	91	14	0
met5	0	0	-
==> layout make-up <==
cell class / instances / area [µm²]
Clock buffer: 4 / 26.3
Sequential cell: 10 / 201
Fill cell: 390 / 2920
Timing Repair Buffer: 9 / 90.1
Multi-Input combinational cell: 15 / 105
Inverter: 3 / 11.3
Tap cell: 46 / 57.6
==> report_power, final <==
| group | total (µW) | leakage (µW) | internal (µW) | switching (µW) |
|---|---|---|---|---|
| combinational | 59.6 | 0.0000827 | 36.8 | 22.8 |
| clock | 214 | 0.0000150 | 137 | 76.7 |
| sequential | 237 | 0.0000962 | 217 | 19.6 |
| total | 510 | 0.000194 | 391 | 119 |
==> stage by stage <==
step	instance area, µm²	util [%]	total power (µW)
after global placement	465	13.6	298
final	492	14.4	510
after detailed placement	465	13.6	300
after floorplan	333	-	268
after global routing	492	14.4	540
after CTS	492	14.4	519
==> worst paths after layout <==
| check | to | slack, ps | cells past startpoint |
|---|---|---|---|
| min in group clk0 | ST[4]$_DFF_PP0_ | 500 | 0 |
| max in group asynchronous | ST[0]$_DFF_PP1_ | 680 | 2 |
| max | ST[2]$_DFF_PP0_ | 320 | 2 |
| min | ST[1]$_DFF_PP0_ | 170 | 2 |
| min reg2reg | ST[4]$_DFF_PP0_ | 500 | 0 |
| max reg2reg | ST[3]$_DFF_PP0_ | 330 | 2 |
==> state kept, by name, indices dropped and copies added (netlist names) <==
register,flops
R_Write_IR,1
R_LF,1
ST,5
R_Write_Reg,1
R_Write_PC,1
R_LB,1
==> cell families (layout without fill, tap and decap cells) <==
kind of cell,Yosys count,in the layout,synth area share [%]
compound gates,6,6,12.8
flops,5,5,38.0
latches,5,5,22.6
simple gates,7,7,15.0
other cells,1,1,1.13
buf+inv,5,16,7.89
xor+xnor,1,1,2.63
Power figures rest on the tool's default switching activity, not on a simulated workload.
