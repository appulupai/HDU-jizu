### flow/run.sh
#!/bin/bash
# OpenROAD 26Q1-2900-gdf79404cd8, Yosys 0.63+post, stock flow scripts
make -C /OpenROAD-flow-scripts/flow DESIGN_CONFIG=/design/flow/config.mk WORK_HOME=/design/flow/orfs finish
### flow/config.mk
export PLATFORM = sky130hd
export DESIGN_NAME = BarrelShifter
export DESIGN_NICKNAME = BarrelShifter
export VERILOG_FILES = /design/flow/design.v
export SDC_FILE = /design/flow/constraint.sdc
export NUM_CORES = 4
export LEC_CHECK = 1
export CORE_UTILIZATION = 40
### flow/constraint.sdc
current_design BarrelShifter

set clk_period 21.9
set clk_io_pct 0.2

create_clock -name clk0 -period $clk_period

set non_clock_inputs [all_inputs -no_clocks]
set_input_delay [expr $clk_period * $clk_io_pct] -clock clk0 $non_clock_inputs
set_output_delay [expr $clk_period * $clk_io_pct] -clock clk0 [all_outputs]
### flow/design.v
`timescale 1ns / 1ps
module BarrelShifter(Shift_Data,Shift_Num,Shift_Op,W_Shift_Out,W_Shift_Carry_Out,CF);
    input [31:0] Shift_Data;
    input [7:0] Shift_Num;
    input [2:0] Shift_Op;
    input CF;
    reg [31:0]Shift_Out;
    reg Shift_Carry_Out;
    output [31:0] W_Shift_Out;
    output  W_Shift_Carry_Out;
    assign W_Shift_Out=Shift_Out;
    assign W_Shift_Carry_Out=Shift_Carry_Out;
     always @* case (Shift_Op[2:1])
     0:   
     begin
      if(Shift_Num==8'b00000000) 
        Shift_Out = Shift_Data[31:0];   
      else if(Shift_Num<=8'b00100000)
       begin
        Shift_Out = Shift_Data[31:0] << Shift_Num[7:0];
        Shift_Carry_Out =Shift_Data[6'b10000-Shift_Num[7:0]];
       end
      else
       begin
        Shift_Out = 1'b0;
        Shift_Carry_Out = 1'b0;
       end
     end
     1:    
     begin
      if(Shift_Num==1'b0)
       begin
        if(Shift_Op[0]==0)
         begin
          Shift_Out = 1'b0;
          Shift_Carry_Out =Shift_Data[31];
        end
        else
           Shift_Out = 1'b0;
        end
      else 
            begin
              if(Shift_Num<=6'b100000)
              begin
             Shift_Out = Shift_Data[31:0] >> Shift_Num[7:0];
             Shift_Carry_Out = 1'b0;
              end
              else
              begin
              Shift_Out = 1'b0;
             Shift_Carry_Out = Shift_Data[31];
             end
            end
     end
     2:    
     begin
     if(Shift_Num==1'b0)
      begin
       if(Shift_Op[0]==0)
        begin
         Shift_Out = {32{Shift_Data[31]}};
         Shift_Carry_Out =Shift_Data[31];
         end
       else
          Shift_Out = Shift_Data;
       end
      else 
            begin
              if(Shift_Num<=6'b100000)
                 begin
                  Shift_Out = {{32{Shift_Data[31]}},Shift_Data} >> Shift_Num;
                  Shift_Carry_Out = Shift_Data[Shift_Num-1'b1];
                  end
              else
                 begin
                   Shift_Out = {32{Shift_Data[31]}};
                   Shift_Carry_Out = Shift_Data[31];
                  end
            end
     end                                   
     3:    
     begin
      if(Shift_Num==1'b0)
      begin
       if(Shift_Op[0]==0)
        begin
         Shift_Out = {CF,Shift_Data[31:1]};  
         Shift_Carry_Out =Shift_Data[0];
        end
        else
          Shift_Out = Shift_Data;        
       end
      else 
            begin
              if(Shift_Num<=6'b100000)
               begin
             Shift_Out = {Shift_Data,Shift_Data} >> Shift_Num;
             Shift_Carry_Out = Shift_Data[Shift_Num-1'b1];
               end
              else
              begin
              Shift_Out = {Shift_Data,Shift_Data}>>Shift_Num[4:0];
             Shift_Carry_Out = Shift_Data[Shift_Data[4:0]-1];
              end
            end
     end                                     
     endcase
endmodule  
==> flow_metrics.tcl <==
# place-and-route summary
set metrics [dict create \
    power_switching_mw 0.153 \
    ys.flop_type "dlxtn_1" \
    design.die.area_mm2 0.0215 \
    dr.pass1.iters 6 \
    grt_usage_pct 48.4 \
    slowest_delay_ns 0.64 \
    p_int_mw 0.102 \
    io_buffers 77 \
    setup_violations 0 \
    layout-drive-gt1-share_pct 18.0 \
    grt_pass1_vias 10300 \
    power.leakage_nw 3.33 \
    drc 0 \
    path_max_fanout 46 \
    crit_path_top_delay_cell "or4b_4" \
    tns_ns 0 \
    unclocked_pins 1 \
    hold_viol 0 \
    peakVddDrop_uv 17.3 \
    ys_warn_count 1 \
    wire_per_inst_um 35.9 \
    arrival_ns 8.89 \
    cp-start-kind "primary input" \
    rows 52 \
    warning_count 33 \
    pwr-share-clk_pct 0 \
    drt_iter0_drc 1401 \
    seqPwrFrac_pct 0 \
    pwr-share-comb_pct 100.0 \
    ys_types 83 \
    min_period_ns 13.27 \
    lay_top_count "nand2_1" \
    ys_area_mm2 0.00836 \
    finalCritPeriodShare_pct 60.6 \
    critical_path_class "in2out" \
    n_antenna_cell 0 \
    untimed_endpoints 2 \
    tightestPinTransition_ns 1.32 \
    grt_max_degree 70 \
    cp_top_family "simple AND/OR/NAND/NOR gates" \
    path_cells "buf_4, clkinv_1, buf_4, ha_1, or4b_4, nor2_4, buf_4, nand2_1, o21a_1, o2111ai_1, o21ai_0, a311oi_1, clkdlybuf4s50_1" \
    cp.required_ns 17.52 \
    hp-class "in2out" \
    crit_start "Shift_Num[1]" \
    fp_util_pct 41.0 \
    grt_overflow 0 \
    maxSlewViolCount 0 \
    fmax_mhz 75.3 \
    drt-vias-per-instance 7.77 \
    syn2layout_area_growth_pct 11.3 \
    critPathCaptureType "output pin" \
    async_flop_share_pct 0 \
    avgSynthCellArea_um2 7.33 \
    cap_violations 0 \
    p_per_area_mw_per_mm2 27.3 \
    swShare_pct 60.0 \
    outcome "complete, no violations" \
    hold-worst-slack_ns 9.77 \
    hold_end "W_Shift_Out[19]" \
    cp_num_cells 13 \
    cts-hold-fix-buffers 0 \
    grt_pass1_wl_mm 72.8 \
    postCtsSetupBuffers 0 \
    synth_area_mm2 0.00836 \
    syn_inst 1140 \
    vias 10800 \
    ant_nets 0 \
    cts.repair.resized 0 \
    routed_wl_mm 50.1 \
    io_pins 77 \
    crit_buf_inv 5 \
    ys_seq_elements 1 \
    die_width_um 147 \
    ys_cells 1140 \
    grt_setup_unrepaired "false" \
    layout_top_cells "nand2_1 (112), a21oi_1 (104), o21ai_0 (92), mux4_2 (92), nor2_1 (91)" \
    max-slew-margin-rel_pct 11.8 \
    coreArea_mm2 0.0204 \
    synth-edff-count 0 \
    antenna_found_initial 1 \
    place_hpwl_mm 33.5 \
    crit_top_cell "buf_4" \
    hp-start "Shift_Num[3]" \
    largest_reg_flops 1 \
    hold-path-cell-count 4 \
    die_height_um 147 \
    routabilityCongestion 1.07 \
]
==> cells in the mapped netlist, types with 4 or more instances <==
master	instances	share of area, %
a211o_1	8	0.84
buf_2	18	1.1
mux2i_1	74	8.9
buf_1	16	0.72
o2111ai_1	7	0.73
o211ai_1	12	1.1
a22oi_1	9	0.81
mux2_2	12	1.6
a211oi_1	18	1.6
o31a_1	6	0.63
nand3_1	25	1.5
o221ai_1	15	1.6
a311oi_1	9	0.94
inv_1	22	0.99
mux4_2	92	25
clkinv_1	5	0.22
a2bb2oi_1	4	0.42
nand2b_1	14	1.0
or3_1	8	0.60
nor2_1	92	4.1
o21a_1	7	0.63
a21o_1	9	0.81
nor2b_1	6	0.45
nor3_1	29	1.7
o31ai_1	9	0.81
xnor2_1	6	0.63
o21ai_0	92	5.5
o32ai_1	7	0.73
clkbuf_1	114	5.1
a2111oi_0	4	0.42
a221oi_1	32	3.4
o32a_1	7	0.84
and2_1	8	0.60
a31oi_1	24	1.8
buf_4	5	0.45
and3_1	6	0.45
a21oi_1	104	6.2
nand2_1	112	5.0
o221a_2	5	0.67
o22ai_1	12	0.90
==> cell type report <==
class | count | area, um^2
multi-input cells | 955 | 7600
flip-flops and latches | 1 | 15.0
fillers | 2096 | 11100
well taps | 270 | 338
inverters | 28 | 105
repair buffers | 142 | 1240
==> tightest hold or removal path, delay by kind of cell <==
kind	cells	cell delay, ns
buffers and inverters	2	0.68
AOI/OAI and AO/OA	2	0.28
==> stage by stage <==
stage | cell area, um^2 | util (%) | power [mW] | setup WS, ns | std cells
2_1_floorplan | 8360 | - | 0.150 | 9.95 | 1140
3_3_place_gp | 9300 | 45.7 | 0.243 | 8.85 | 1396
3_5_place_dp | 9300 | 45.7 | 0.242 | 8.75 | 1396
4_1_cts | 9300 | 45.7 | 0.243 | 8.76 | 1396
5_1_grt | 9300 | 45.7 | 0.264 | 8.36 | 1396
6_report | 9300 | 45.7 | 0.254 | 8.63 | 1396
==> cells by family after synthesis <==
logic type                 synth area share (%)
AOI/OAI and AO/OA                          36.1
and+or+nand+nor                            17.7
buffers and inverters                      9.03
muxes                                      35.3
xor gates and xnor gates                  0.838
adders and majority gates                 0.853
latches                                   0.180
==> power groups by stage <==
stage	Sequential, mW	Combinational [mW]	Clock [mW]
after CTS	0.0000683	0.243	0
final	0.0000685	0.254	0
after global routing	0.0000681	0.264	0
==> layer usage <==
metal  vias up  routed length (um)  share of wire [%]  GRT usage [%]
li1       4482                   -                  -              -
met5         -                   0                  0          0.909
met2      1042               19900                 40           65.4
met4         0                4040                8.1           29.8
met1      5084               17800                 36           63.0
met3       238                8310                 17           23.0
==> how the worst max path moves through the flow <==
stage,endpoint
CTS,W_Shift_Out[8]
global route,W_Shift_Out[8]
finish,W_Shift_Out[24]
No activity file was given, so power comes from the tool's default toggle rates.
