==> flow/design.v <==
`timescale 1ns / 1ps
module GeneralReg( clk,R_Addr_A,R_Addr_B,R_Addr_C,W_Addr,W_Data,Mod,R_Data_A,R_Data_B,R_Data_C,Write_Reg);
input [3:0]R_Addr_A;
input [3:0]R_Addr_B;
input [3:0]R_Addr_C;
input [3:0]W_Addr;
input [4:0]Mod;
input [31:0]W_Data;
input clk;
input Write_Reg;
reg  [31:0]GR0_7[7:0];
reg [31:0] GR0_12[12:0];
reg [31:0]SPLR[14:13];
reg [31:0]FIQ[14:8];
reg [31:0]IRQ[14:13];
reg [31:0]ABT[14:13];
reg [31:0]SVC[14:13];
reg [31:0]UND[14:!3];
reg [31:0]MON[14:13];
reg [31:0]HYP;
reg [31:0]PC;
reg [31:0]EMPTY;
reg [31:0]GR[15:0];
output [31:0]R_Data_A;
output [31:0]R_Data_B;
output [31:0]R_Data_C;
integer j ;
always @* case(Mod[3:0])
 0,4'hf:begin
  for (j=0; j<=12;j=j+1) begin
        GR[j]<=GR0_12[j];
        end
   for (j=13; j<=14;j=j+1) begin
        GR[j]<=SPLR[j];
        end
    GR[15]=PC;
     end
 4'h1:begin
  for (j=0; j<=7;j=j+1) begin
        GR[j]<=GR0_7[j];
        end
   for (j=8; j<=14;j=j+1) begin
        GR[j]<=FIQ[j];
        end
    GR[15]=PC;
     end
 4'h2: begin
    for (j=0; j<=12;j=j+1) begin
        GR[j]<=GR0_12[j];
        end
   for (j=13; j<=14;j=j+1) begin
        GR[j]<=IRQ[j];
        end
    GR[15]=PC;
     end
 4'h3:begin
     for (j=0; j<=12;j=j+1) begin
        GR[j]<=GR0_12[j];
        end
   for (j=13; j<=14;j=j+1) begin
        GR[j]<=ABT[j];
        end
    GR[15]=PC;
     end
 4'h6:begin
     for (j=0; j<=12;j=j+1) begin
        GR[j]<=GR0_12[j];
        end
   for (j=13; j<=14;j=j+1) begin
        GR[j]<=SVC[j];
        end
    GR[15]=PC;
     end
 4'h7:begin
     for (j=0; j<=12;j=j+1) begin
        GR[j]<=GR0_12[j];
        end
   for (j=13; j<=14;j=j+1) begin
        GR[j]<=UND[j];
        end
    GR[15]=PC;
     end
 4'ha:begin
     for (j=0; j<=12;j=j+1) begin
        GR[j]<=GR0_12[j];
        end
   for (j=13; j<=14;j=j+1) begin
        MON[j]<=32'h0;
        GR[j]<=MON[j];
        end
    GR[15]=PC;
     end
 4'hb:begin
    for (j=0; j<=12;j=j+1) begin
        GR[j]<=GR0_12[j];
        end
        GR[13]<=HYP[13];
    GR[15]=PC;
     end
endcase
assign    R_Data_A=GR[R_Addr_A];
assign    R_Data_B=GR[R_Addr_B];
assign    R_Data_C=GR[R_Addr_C];
always @(posedge clk && Write_Reg)
 begin
      case(Mod[3:0])
 0,4'hf:begin
  if(W_Addr<4'hd)
  GR0_12[W_Addr]<=W_Data;
  else if(W_Addr<4'hf)
  SPLR[W_Addr]<=W_Data;
  else
  PC<=W_Data;
     end
 4'h1:begin
   if(W_Addr<4'h8)
  GR0_7[W_Addr]<=W_Data;
  else if(W_Addr<4'hf)
  FIQ[W_Addr]<=W_Data;
  else
  PC<=W_Data;
     end
 4'h2: begin
    if(W_Addr<4'hd)
  GR0_12[W_Addr]<=W_Data;
  else if(W_Addr<4'hf)
  IRQ[W_Addr]<=W_Data;
  else
  PC<=W_Data;
     end
 4'h3:begin
      if(W_Addr<4'hd)
  GR0_12[W_Addr]<=W_Data;
  else if(W_Addr<4'hf)
  ABT[W_Addr]<=W_Data;
  else
  PC<=W_Data;
     end
 4'h6:begin
      if(W_Addr<4'hd)
  GR0_12[W_Addr]<=W_Data;
  else if(W_Addr<4'hf)
  SVC[W_Addr]<=W_Data;
  else
  PC<=W_Data;
     end
 4'h7:begin
      if(W_Addr<4'hd)
  GR0_12[W_Addr]<=W_Data;
  else if(W_Addr<4'hf)
  UND[W_Addr]<=W_Data;
  else
  PC<=W_Data;
     end
 4'ha:begin
      if(W_Addr<4'hd)
  GR0_12[W_Addr]<=W_Data;
  else if(W_Addr<4'hf)
  MON[W_Addr]<=W_Data;
  else
  PC<=W_Data;
     end
 4'hb:begin
     if(W_Addr<4'hd)
  GR0_12[W_Addr]<=W_Data;
  else if(W_Addr<4'hf)
  HYP<=W_Data;
  else
  PC<=W_Data;
     end
endcase
end
endmodule
==> flow/run.sh <==
#!/bin/bash
# OpenROAD 26Q1-2900-gdf79404cd8, Yosys 0.63+post, stock flow scripts
make -C /OpenROAD-flow-scripts/flow DESIGN_CONFIG=/design/flow/config.mk WORK_HOME=/design/flow/orfs finish
==> flow/config.mk <==
export PLATFORM = sky130hd
export DESIGN_NAME = GeneralReg
export DESIGN_NICKNAME = GeneralReg
export VERILOG_FILES = /design/flow/design.v
export SDC_FILE = /design/flow/constraint.sdc
export NUM_CORES = 4
export LEC_CHECK = 1
export CORE_UTILIZATION = 50
==> flow/constraint.sdc <==
current_design GeneralReg

set clk_period 6.7
set clk_io_pct 0.2

create_clock -name clk0 -period $clk_period

set non_clock_inputs [all_inputs -no_clocks]
set_input_delay [expr $clk_period * $clk_io_pct] -clock clk0 $non_clock_inputs
set_output_delay [expr $clk_period * $clk_io_pct] -clock clk0 [all_outputs]
==> results.json <==
{
  "yosys.area.top_type_share": 0.573,
  "synthFlopType": "edfxtp_1",
  "syn-instance-count": 5488,
  "core_um2": 130000,
  "yosys_area_um2": 65500,
  "fmax_ghz": 0.171,
  "drt-initial-drc-count": 4367,
  "topCellsByArea": "edfxtp_1 (57%), dlxtn_1 (12%), nand2_1 (8.0%)",
  "hold_path_class": "in -> out",
  "logic_family": "AND-OR/OR-AND gates",
  "maxSlewHeadroom": 0.283,
  "ys_sh_aoi": 0.140,
  "ant_nets": 0,
  "ys_seq_elements": 1761,
  "avgSynthCellArea_um2": 11.9,
  "syn2layout_area_growth_pct": 6.98,
  "fin_ws_ns": 0.835,
  "placed_area_um2": 70000,
  "worstMarginPinSlew_ns": 1.06,
  "ys_types": 70,
  "die_w_um": 364,
  "p_int_w": 0.00159,
  "cts_resized": 0,
  "path_max_fanout": 32,
  "port_buffers": 150,
  "wl_per_cell_um": 33.7,
  "edf_count": 1249,
  "setup_violations": 0,
  "most_common_cell": "nand2_1",
  "die_h_um": 364,
  "fin_crit_ns": 5.86,
  "cts_setup_buffers": 0,
  "synth-adder-area-share": 0,
  "fin_util": 0.540,
  "ys_warn_count": 131,
  "tns_ns": 0,
  "common_cells": "nand2_1 (1401), edfxtp_1 (1249), dlxtn_1 (512), a22oi_1 (417), nor2_1 (326)",
  "antenna_found_initial": 14,
  "crit_type": "in -> out",
  "worst_setup_path_end_kind": "output pin",
  "grt_usage": 0.407,
  "first_pass_iters": 7,
  "maxCapViolCount": 0,
  "switching_share": 0.495,
  "unclocked_regs": 1761,
  "netlist_area_um2": 65500,
  "ys_sh_simple": 0.119,
  "yosys_cells": 5488,
  "layout-drive-gt1-share": 0.0744,
  "viasPerCell": 6.34,
  "endpoint": "R_Data_A[3]",
  "finalInstanceArea_um2": 70100,
  "hpwl_mm": 161,
  "required_ns": 5.36,
  "rsz0062_at_grt": "no",
  "cp-start-kind": "primary input",
  "hold_viol_final": 0,
  "vias": 46100,
  "wl_mm": 245,
  "ir_drop_v": 0.0000572,
  "mux_share": 0.0203,
  "post-place-ws_ns": 1.09,
  "die_area_um2": 132000,
  "initCoreUtil": 0.505,
  "grt_pass1_wl_mm": 340,
  "slew_violations": 0,
  "ctsHoldBuffers": 0,
  "whs_path_depth": 4,
  "power.density_nw_per_um2": 44.8,
  "place_congestion": 1.03,
  "p_leak_nw": 25.2,
  "unconstrained_endpoints": 3010,
  "p_switching_w": 0.00155,
  "xor_area_frac": 0,
  "status": "completed",
  "startpoint": "R_Addr_A[3]",
  "grt_pass1_vias": 45400,
  "grt.overflow.total": 0,
  "grt_max_degree": 218,
  "min_period_over_period": 0.875,
  "boundaryPins": 151,
  "yosys.area.top_type": "edfxtp_1",
  "synth_async_sr_flop_share": 0,
  "power.total_w": 0.00314,
  "log.warning_count": 48,
  "row_count": 132,
  "drc": 0,
  "worstPathArrival_ns": 4.52
}
==> per-layer routing <==
layer / global-route usage / routed length (um)
met1: 0.561 / 86000
met2: 0.542 / 104000
met3: 0.288 / 45000
met4: 0.119 / 9690
met5: 0.0290 / 653
==> kinds of logic after synthesis <==
logic type | Yosys count
latches | 512
and+or+nand+nor | 1936
DFF | 1249
buffers and inverters | 447
AOI/OAI and AO/OA | 1215
muxes | 129
==> layout make-up <==
type / count / area (um2)
multi-input cells: 3280 / 18700
diodes: 7 / 17.5
inverters: 54 / 203
well taps: 1742 / 2180
fillers: 10800 / 59600
flip-flops and latches: 1761 / 45200
repair buffers: 429 / 3760
==> cells in the final DEF, fill, tap and decap left out, types with 53 or more instances in the layout <==
master	count
nor2_1	296
a22o_1	114
nand2_1	1399
a31oi_1	59
inv_1	53
a41oi_1	64
a22oi_1	417
a221oi_1	125
edfxtp_1	1249
dlxtn_1	512
clkdlybuf4s50_1	138
o21ai_0	74
buf_4	268
a21oi_1	97
mux2i_1	100
o22ai_1	58
==> critical path, cell delays in order <==
cell             delay [ns]
buf_4                  0.42
buf_4                  0.53
and3_1                 0.26
buf_4                  0.34
a22o_1                 0.20
a22oi_1                0.10
a31oi_1                0.56
buf_4                  0.25
clkdlybuf4s50_1        0.46
==> worst min-delay path by stage <==
stage         slack (ns)            to   startpoint
CTS                 3.73  R_Data_A[14]  R_Addr_A[3]
global route        3.78  R_Data_A[14]  R_Addr_A[3]
finish              3.75  R_Data_A[14]  R_Addr_A[3]
==> registers in the layout, indices dropped and copies added, names as in the netlist <==
| signal | cells |
|---|---|
| GR | 512 |
| SPLR | 64 |
| FIQ | 224 |
| ABT | 64 |
| GR0_12 | 416 |
| SVC | 64 |
| PC | 32 |
| GR0_7 | 256 |
| IRQ | 64 |
| UND | 64 |
| HYP | 1 |
==> per-stage QoR <==
stage               hold slack (ns)  cells
detailed placement             3.73   7266
global route                   3.78   7267
CTS                            3.73   7266
floorplan                      3.01   5488
global placement               3.73   7266
finish                         3.75   7273
==> power groups by stage <==
stage / clock, W / sequential [W] / combinational [W]
CTS: 0 / 0.00115 / 0.00191
global route: 0.0000000000200 / 0.00119 / 0.00207
Power and IR drop assume default switching activity.
